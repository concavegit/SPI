==> flow/design.v <==
module datamemory
  #(
    parameter addresswidth  = 7,
    parameter depth         = 2**addresswidth,
    parameter width         = 8
    )
   (
    input                    clk,
    output reg [width-1:0]   dataOut,
    input [addresswidth-1:0] address,
    input                    writeEnable,
    input [width-1:0]        dataIn
    );
   reg [width-1:0]           memory [depth-1:0];
   always @(posedge clk) begin
      if(writeEnable)
        memory[address] <= dataIn;
      dataOut <= memory[address];
   end
endmodule
==> flow/run.sh <==
#!/bin/bash
# OpenROAD 26Q1-2900-gdf79404cd8, Yosys 0.63+post, stock flow scripts
make -C /OpenROAD-flow-scripts/flow DESIGN_CONFIG=/design/flow/config.mk WORK_HOME=/design/flow/orfs finish
==> flow/config.mk <==
export PLATFORM = sky130hd
export DESIGN_NAME = datamemory
export DESIGN_NICKNAME = datamemory
export VERILOG_FILES = /design/flow/design.v
export SDC_FILE = /design/flow/constraint.sdc
export NUM_CORES = 4
export LEC_CHECK = 1
export CORE_UTILIZATION = 40
==> flow/constraint.sdc <==
current_design datamemory

set clk_period 24.2
set clk_io_pct 0.2

create_clock -name clk0 -period $clk_period [get_ports {clk}]

set non_clock_inputs [all_inputs -no_clocks]
set_input_delay [expr $clk_period * $clk_io_pct] -clock clk0 $non_clock_inputs
set_output_delay [expr $clk_period * $clk_io_pct] -clock clk0 [all_outputs]
==> Table 3: Implementation characteristics <==
Summary of implementation characteristics

Parameter                              Value

Outcome
  Result of the run    finished clean

Power
  Power, Total    3.85 mW
  Cell Int Power    3.00 mW
  Power per unit of standard cell area    84.6 nW/um^2
  Sw frac    22.2%
  Leakage power of the design    14.2 nW
  Power share of the sequential group    51.4%
  Clock network power share    42.7%
  Total net switching power    0.854 mW
  VDD IR-drop max    0.0000560 V
  Fraction of power consumed by combinational cells    5.9%

Critical path
  Largest driver fanout on the critical path    59
  Cell mode on critical path    sky130_fd_sc_hd__buf_4
  Critical path endpoint category    register
  Cells along the critical path    buf_8 > buf_4 > and3b_2 > buf_4 > a221oi_1 > o32ai_1 > o21ai_0 > o211ai_1 > a32o_1
  CP Launch Type    primary input
  Slowest library cell on the worst path    sky130_fd_sc_hd__buf_4
  Setup slack of the most critical reg-to-reg path    21.74 ns
  Reg2reg start    memory[101][3]
  Origin of the worst setup path    address[2]
  Critical setup path kind    in -> reg
  Critical path data required time    24.78 ns
  Largest stage delay, worst path    0.68 ns
  Data arrival, critical path    8.71 ns

Route
  Routed vias    24260
  DRT Pass-1 Iters    6
  Drc violations    0
  Vias per cell    6.22
  # diodes    0
  Sum of routed wire length over all layers    121000 um
  Remaining antenna violation count after routing    0
  Violation count after the first detailed-route iteration    1927
  Average detailed-routed wire length per instance    31.0 um

Timing
  Worst-Margin Slew    1.07 ns
  Peak Freq    0.123 GHz
  Final critical-path share of the clock period    33.6%
  Minimum clock period after layout    8.13 ns
  Final count of hold timing violations    0
  Fin Clk Skew    0.0278 ns
  Final setup TNS    0 ns
  Setup-failing EPs final    0
  Fin. max-slew vios    0
  RSZ-0062 raised after global routing    false
  Worst slew slack as a fraction of its limit    28.2%

Job
  Max Cap Viol    0
  Number of OpenROAD warnings    28

Yosys
  Share of synthesized registers carrying an async set or reset    0%
  Combined area of all synthesized cells    40400 um^2
  Cell types with the highest counts after synthesis    sky130_fd_sc_hd__edfxtp_1 (1024), sky130_fd_sc_hd__nor2_1 (240), sky130_fd_sc_hd__a221oi_1 (220)
  Sequential cell area fraction in the yosys report    76.4%
  Post-synthesis cell count    2475
  Yosys warning tally    1
  Count of different cell masters after synthesis    66
  Largest area contributor in the synthesized netlist    sky130_fd_sc_hd__edfxtp_1
  Count of state elements after synthesis    1032
  Yosys chip area    40400 um^2
  Synthesized area per cell    16.3 um^2
  EDFF count, synth    1024
  Top post-synthesis cells by area    sky130_fd_sc_hd__edfxtp_1 (76%), sky130_fd_sc_hd__a221oi_1 (4.8%), sky130_fd_sc_hd__nor2_1 (2.2%)
  Ys cells    2475
  Ys flop type    sky130_fd_sc_hd__edfxtp_1
  Library cell with the highest instance count after synthesis    sky130_fd_sc_hd__edfxtp_1
  Proportion of netlist area held by the largest area contributor    76.0%

Cells and area
  Synth-to-Final Area Change    12.6%
  Non-filler instance count after layout    3898
  Fraction of final layout cells sized beyond drive strength 1    14.0%
  Number of fill cells in the layout    8301

Global route
  First-pass GRT wire length    176000 um
  Vias in the first global route    25882
  Maximum number of pins on one net before global-route repair    101
  Global-route usage over all layers    25.8%
  Number of antenna violations at the first check in global routing    5
  Overflow after GRT    0

Clocking
  Number of CTS-inserted buffers    106
  CTS tree    done
  Count of hold-fix buffers inserted at cts    0
  Buffer levels on the longest clock path    3
  Clock latency at the later pin of the worst-skew pair    0.68 ns
  H-tree levels    3
  Clock-pin slew on the worst setup and hold paths    0.06 ns
  Post_cts resized    0
  # clock sinks    1032
  Count of buffers added by post-CTS timing repair for setup    0
  Cell at the root of the clock tree    sky130_fd_sc_hd__clkbuf_16

Floorplanning
  Cell row count    116
  Initial core utilization    40.4%
  I/O pin cnt    25
  Die area    102000 um^2
  Y dimension of the die    320 um
  Area of the placeable core    100000 um^2
  Die Span X    320 um

Placed design
  Half-perimeter wire length of the detailed placement result    72000 um
  Routability Congestion    0.959
  Placed cells    3702
  Number of I/O port buffers    24

Worst hold path
  HP Class    reg -> reg
  Start point of the worst hold path    memory[24][7]
## registers in the layout, indices dropped and copies added, names as in the netlist
signal	flops
dataOut	8
memory	1024
## per-layer routing
layer / GRT usage [%] / wire (um)
met4: 6.73 / 4000
met2: 36.7 / 54200
met5: 2.46 / 218
met1: 30.0 / 40000
met3: 21.6 / 22500
## cells in the final DEF, fill, tap and decap left out, types with 11 or more instances in the layout
master and count:
sky130_fd_sc_hd__clkdlybuf4s50_1 11, sky130_fd_sc_hd__buf_4 107, sky130_fd_sc_hd__o221ai_1 17, sky130_fd_sc_hd__o22a_1 11, sky130_fd_sc_hd__mux2_2 60, sky130_fd_sc_hd__bufinv_16 13
sky130_fd_sc_hd__a22o_1 41, sky130_fd_sc_hd__nor2_1 239, sky130_fd_sc_hd__clkinv_2 18, sky130_fd_sc_hd__o211ai_1 11, sky130_fd_sc_hd__a221oi_1 220, sky130_fd_sc_hd__a22oi_1 73
sky130_fd_sc_hd__o21ai_0 80, sky130_fd_sc_hd__nor3_1 16, sky130_fd_sc_hd__clkinv_1 21, sky130_fd_sc_hd__edfxtp_1 1024, sky130_fd_sc_hd__nand3_1 17, sky130_fd_sc_hd__nand2_1 102
sky130_fd_sc_hd__mux2i_1 61, sky130_fd_sc_hd__a21oi_1 125, sky130_fd_sc_hd__clkbuf_1 19, sky130_fd_sc_hd__mux4_2 11, sky130_fd_sc_hd__clkbuf_16 109, sky130_fd_sc_hd__o22ai_1 24
sky130_fd_sc_hd__a221o_1 20
## final timing paths
path         cells past startpoint          to
max                              9  dataOut[4]
max reg2reg                      7  dataOut[3]
min reg2reg                      4  dataOut[7]
min                              4  dataOut[7]
## critical path, delay by kind of cell
kind	cells	cell delay, ns
buf+inv	3	1.46
compound gates	5	1.79
simple gates	1	0.46
## cell type report
cell class / count / area, um^2 / share of cell area (%)
clock buffer: 128 / 2800 / 6.15
clock inverter: 68 / 717 / 1.57
inverter: 4 / 17.5 / 0.0385
multi-input combinational: 1244 / 8500 / 18.7
sequential: 1032 / 30900 / 67.9
tap: 1298 / 1620 / 3.57
timing repair buffer: 124 / 981 / 2.15
## stage by stage
step | setup WS, ns | area (um^2) | utilization (%) | hold slack [ns]
after floorplan | 17.07 | 40400 | - | 0.611
after global placement | 15.62 | 42000 | 42.0 | 0.719
after detailed placement | 15.65 | 42000 | 42.0 | 0.728
after CTS | 16.37 | 45500 | 45.5 | 0.741
after global routing | 16.11 | 45500 | 45.5 | 0.794
final | 16.07 | 45500 | 45.5 | 0.750
## cell families (layout without fill, tap and decap cells)
family          count (synthesis)  in the layout  share of synthesized area (%)
flops                        1032           1032                           76.4
compound gates                680            680                           12.5
simple gates                  427            427                           4.47
buf+inv                       199            324                           2.61
mux                           137            137                           3.94
## power groups by stage
| stage | clock (mW) | combinational (mW) | sequential (mW) |
|---|---|---|---|
| 5_1_grt | 1.73 | 0.238 | 1.98 |
| 4_1_cts | 1.66 | 0.222 | 1.98 |
| 6_report | 1.64 | 0.227 | 1.98 |
No activity file was given, so power comes from the tool's default toggle rates.
