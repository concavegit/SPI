## /design/flow/run.sh

```bash
#!/bin/bash
# OpenROAD 26Q1-2900-gdf79404cd8, Yosys 0.63+post, stock flow scripts
make -C /OpenROAD-flow-scripts/flow DESIGN_CONFIG=/design/flow/config.mk WORK_HOME=/design/flow/orfs finish
```

## /design/flow/config.mk

```make
export PLATFORM = sky130hd
export DESIGN_NAME = midpoint
export DESIGN_NICKNAME = midpoint
export VERILOG_FILES = /design/flow/design.v
export SDC_FILE = /design/flow/constraint.sdc
export NUM_CORES = 4
export LEC_CHECK = 1
export CORE_UTILIZATION = 40
```

## /design/flow/constraint.sdc

```tcl
current_design midpoint

set clk_period 3.9
set clk_io_pct 0.2

create_clock -name clk0 -period $clk_period [get_ports {clk}]

set non_clock_inputs [all_inputs -no_clocks]
set_input_delay [expr $clk_period * $clk_io_pct] -clock clk0 $non_clock_inputs
set_output_delay [expr $clk_period * $clk_io_pct] -clock clk0 [all_outputs]
```

## /design/flow/design.v

```verilog
module shiftregister
  #(parameter width=8)
   (
    input               clk, peripheralClkEdge, parallelLoad,
    input [width - 1:0] parallelDataIn,
    input               serialDataIn,
    output [width-1:0]  parallelDataOut,
    output              serialDataOut
    );
   reg [width-1:0]      mem;
   assign parallelDataOut = mem;
   assign serialDataOut = mem[width - 1];
   always @(posedge clk) begin
      if (parallelLoad) mem <= parallelDataIn;
      else if (peripheralClkEdge) mem <= {mem[width-2:0], serialDataIn};
   end
endmodule
module inputconditioner
  (
   input      clk,  
   input      noisysignal,  
   output reg conditioned, positiveedge, negativeedge
   );
   parameter counterwidth = 3;  
   parameter waittime = 3;  
   reg [counterwidth - 1:0] counter = 0;
   reg                      synchronizer0 = 0;
   reg                      synchronizer1 = 0;
   always @(posedge clk) begin
      if (conditioned == synchronizer1) counter <= 0;
      else begin
         if (counter == waittime) begin
            counter <= 0;
            conditioned <= synchronizer1;
            if (synchronizer1 == 1) positiveedge <= 1;
            else negativeedge <= 1;
         end
         else counter <= counter + 1;
      end
      if (positiveedge) positiveedge <= 0;
      if (negativeedge) negativeedge <= 0;
      synchronizer0 <= noisysignal;
      synchronizer1 <= synchronizer0;
   end
endmodule
module midpoint
  (
   input        clk,
                btn0,
                btn1,
                btn2,
                sw0,
                sw1,
   output [3:0] parallelDataOut
   );
   wire         peripheralClkEdge, parallelLoad, serialDataIn;
   shiftregister shiftreg
     (
      .clk(clk),
      .peripheralClkEdge(peripheralClkEdge),
      .parallelLoad(parallelLoad),
      .parallelDataIn(8'hA5),
      .serialDataIn(serialDataIn),
      .parallelDataOut({parallelDataOut, parallelDataOut})
      );
   inputconditioner #(.counterwidth(26), .waittime(50000000)) btn0inputcond
     (
      .clk(clk),
      .noisysignal(btn0),
      .negativeedge(parallelLoad)
      );
   inputconditioner #(.counterwidth(26), .waittime(50000000)) sw0inputcond
     (
      .clk(clk),
      .noisysignal(sw0),
      .conditioned(serialDataIn)
      );
   inputconditioner #(.counterwidth(26), .waittime(50000000)) sw1inputcond
     (
      .clk(clk),
      .noisysignal(sw1),
      .positiveedge(peripheralClkEdge)
      );
endmodule
```

==> ds_physical_params.txt <==
Physical implementation characteristics

Parameter                              Value

Status
  Result of the run .................. stopped before the end
  Stage at which the flow ended .................. synthesis
  First error in the log .................. ERROR: Found 4 problems in 'check -assert'.

Logic synthesis
  Number of register bits inferred by synthesis .................. 97
  Share of flip-flops with an asynchronous set or reset .................. 0%
  Top FF cell, synth .................. dfxtp_1
  Yosys synthesis chip area .................. 4370 um^2
  Unique masters post-synth .................. 43
  Count of instantiated cells in the yosys netlist .................. 493
  Number of enable flip-flop cells .................. 3
  Warnings from Yosys .................. 2
  Sequential share of the synthesized area .................. 45.2%
## kinds of logic after synthesis
| logic type | share of synthesized area, % |
|---|---|
| AND-OR/OR-AND | 9.71 |
| multiplexers | 0.688 |
| buffers and inverters | 4.15 |
| XOR/XNOR | 8.42 |
| flip-flops | 45.2 |
| AND/OR/NAND/NOR | 30.1 |
| adder cells (fa/ha/maj) | 1.72 |
## cell usage after synthesis, types with 4 or more instances
library cell  count  area, um^2
nand2b_1          4        25.0
and4_1            7        61.3
nand4_1          29         181
xor2_1           18         158
or4_1            17         128
nor2_1           57         214
and3_1            8        50.1
buf_2             8        40.0
nand3_1          22         110
a21oi_1          34         170
nor3_1            9        45.0
o31ai_1          15         113
dfxtp_1          94        1880
ha_1              6        75.1
nor4_1           12        75.1
inv_1            17        63.8
or3_1            17         106
nand2_1          30         113
clkbuf_1          6        22.5
o21ai_0          14        70.1
xnor2_1          24         210
clkbuf_2          5        25.0
nor4b_1           5        43.8
